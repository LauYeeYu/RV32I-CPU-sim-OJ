==> design/flow/design.v <==
module Predictor #(
  parameter LOCAL_WIDTH = 12,
  parameter LOCAL_SIZE = 2**LOCAL_WIDTH
) (
  input  wire        resetIn,        
  input  wire        clockIn,        
  input  wire        readyIn,        
  input  wire [31:0] instrAddr,      
  input  wire        updateValid,    
  input  wire [31:0] updateInstr,    
  input  wire        taken,          
  output wire        jump            
);
reg [1:0]             localHistory [LOCAL_SIZE-1:0];
reg [LOCAL_WIDTH-1:0] instrPos;
wire [LOCAL_WIDTH-1:0] updatePos = updateInstr[LOCAL_WIDTH+1:2];
assign jump = localHistory[instrPos][1];
integer i;
always @(posedge clockIn) begin
  if (resetIn) begin
    for (i = 0; i < LOCAL_SIZE; i = i + 1) begin
      localHistory[i] <= 2'b01;
    end
  end else if (readyIn) begin
    instrPos <= instrAddr[LOCAL_WIDTH+1:2];
    if (updateValid) begin
      case (localHistory[updatePos])
        2'b00: localHistory[updatePos] <= taken ? 2'b01 : 2'b00;
        2'b01: localHistory[updatePos] <= taken ? 2'b11 : 2'b00;
        2'b10: localHistory[updatePos] <= taken ? 2'b11 : 2'b10;
        2'b11: localHistory[updatePos] <= taken ? 2'b11 : 2'b10;
      endcase
    end
  end
end
endmodule
==> design/flow/run.sh <==
#!/bin/bash
# OpenROAD 26Q1-2900-gdf79404cd8, Yosys 0.63+post, stock flow scripts
make -C /OpenROAD-flow-scripts/flow DESIGN_CONFIG=/design/flow/config.mk WORK_HOME=/design/flow/orfs finish
==> design/flow/config.mk <==
export PLATFORM = sky130hd
export DESIGN_NAME = Predictor
export DESIGN_NICKNAME = Predictor
export VERILOG_FILES = /design/flow/design.v
export SDC_FILE = /design/flow/constraint.sdc
export NUM_CORES = 4
export LEC_CHECK = 1
export CORE_UTILIZATION = 50
export SYNTH_MEMORY_MAX_BITS = 65536
==> design/flow/constraint.sdc <==
current_design Predictor

set clk_period 541.1
set clk_io_pct 0.2

create_clock -name clk0 -period $clk_period [get_ports {clockIn}]

set non_clock_inputs [all_inputs -no_clocks]
set_input_delay [expr $clk_period * $clk_io_pct] -clock clk0 $non_clock_inputs
set_output_delay [expr $clk_period * $clk_io_pct] -clock clk0 [all_outputs]
==> run summary <==
Pin count of the biggest net entering global routing: 134
Last stage the flow got to: 5_1_grt
Flip-flops with a built-in enable: 8,204
Die x size: 929 um
Count of instantiated cells in the yosys netlist: 31.9k
Async set-reset flop share out of synthesis: 0%
Inserted Clock Buffers: 882
Post-cts sizing count: 0
Boundary Pins: 70
Placer Congestion: 1.06
Hold bufs inserted after CTS: 0
Hpwl dp: 1,220,000 um
# Post-CTS Setup Buffers: 0
Ys Warns: 1
Clock H-tree levels: 6
Area share, top type: 57.3%
Die y size: 929 um
Post-synthesis cell count: 31.9k
Number of synthesized register bits: 8,216
FP Util: 50.2%
Top area cells in the synthesized netlist: sky130_fd_sc_hd__edfxtp_1 57%, sky130_fd_sc_hd__mux4_2 15%, sky130_fd_sc_hd__a21o_1 3.9%, sky130_fd_sc_hd__nand2_1 3.9%, sky130_fd_sc_hd__nor3_1 3.8%
Yosys Chip Area: 430,000 sq um
Most common reg cell: sky130_fd_sc_hd__edfxtp_1
Number of clock sinks seen by CTS: 8,216
Post-synthesis instance area: 430,000 sq um
Syn_area_per_cell: 13.5 sq um
Longest Clk Path Bufs: 4
Error Message: [ERROR GRT-0116] Global routing finished with congestion. Check the congestion regions in the DRC Viewer.
Post-synth seq share: 57.4%
Placed Cells incl. Taps: 40.3k
Status: stopped before the end
Top cell type by total area after synthesis: sky130_fd_sc_hd__edfxtp_1
IO Port Bufs: 29
Count of unique library cells instantiated by Yosys: 79
Number of placement rows: 340
Cell at the root of the clock tree: sky130_fd_sc_hd__clkbuf_16
==> stage by stage <==
step / total power [mW] / worst slack, ns / area [sq um] / util [%]
after detailed placement: 0.935 / 421.02 / 439000 / 51.3
after global placement: 0.934 / 420.94 / 439000 / 51.3
after CTS: 1.52 / 422.27 / 467000 / 54.6
after floorplan: 0.864 / 428.94 / 430000 / -
==> cells in the mapped netlist, drive strengths merged, types with 296 or more instances <==
master,number
a22oi,684
nor3,3283
nor2,296
mux4,2958
mux2i,1097
a211oi,796
edfxtp,8204
clkbuf,3261
a21o,2216
o21bai,1849
nand2,4414
buf,1392
==> cell families after synthesis <==
logic type	after synthesis	share of synthesized area, %
and+or+nand+nor	8497	8.60
AOI/OAI and AO/OA	6376	11.1
muxes	4108	18.2
DFF	8216	57.4
buffers and inverters	4661	4.77
Power and IR drop assume default switching activity.
