==> design.v <==
module LoadStoreBuffer #(
  parameter ROB_WIDTH = 4,
  parameter LSB_WIDTH = 4,
  parameter LSB_SIZE = 2**LSB_WIDTH,
  parameter LSB_OP_WIDTH = 3
) (
  input  wire                 resetIn,       
  input  wire                 clockIn,       
  input  wire                 clearIn,       
  input  wire                 readyIn,       
  output wire                 lsbUpdate,     
  output wire [ROB_WIDTH-1:0] lsbRobIndex,   
  output wire [31:0]          lsbUpdateVal,  
  input  wire        dataValid,     
  input  wire [31:0] dataIn,        
  input  wire        dataWriteSuc,  
  output wire [1:0]  accessType,    
  output wire        readWriteOut,  
  output wire [31:0] dataAddr,      
  output wire [31:0] dataOut,       
  input wire [ROB_WIDTH-1:0] robBeginId,     
  input wire                 robBeginValid,  
  input  wire                    rsUpdate,     
  input  wire [ROB_WIDTH-1:0]    rsRobIndex,   
  input  wire [31:0]             rsUpdateVal,  
  input  wire                    addValid,          
  input  wire                    addReadWrite,      
  input  wire [ROB_WIDTH-1:0]    addRobId,          
  input  wire                    addBaseHasDep,     
  input  wire [31:0]             addBase,           
  input  wire [ROB_WIDTH-1:0]    addBaseConstrtId,  
  input  wire [31:0]             addOffset,         
  input  wire                    addDataHasDep,     
  input  wire [31:0]             addData,           
  input  wire [ROB_WIDTH-1:0]    addDataConstrtId,  
  input  wire [LSB_OP_WIDTH-1:0] addOp,             
  output wire                    full               
);
reg [1:0]              accessTypeReg;  
reg                    readWriteReg;   
reg [31:0]             dataAddrReg;    
reg [31:0]             dataOutReg;     
reg                    processing;     
reg [ROB_WIDTH-1:0]    updateRobIdReg;
reg [ROB_WIDTH-1:0]    nextRobIdReg;
reg [LSB_OP_WIDTH-1:0] processOpReg;
assign accessType   = accessTypeReg;
assign readWriteOut = readWriteReg;
assign dataAddr     = dataAddrReg;
assign dataOut      = dataOutReg;
assign lsbUpdate    = dataValid;
assign lsbRobIndex  = updateRobIdReg;
assign lsbUpdateVal = (processOpReg == 3'b000) ? {{24{dataIn[7]}},  dataIn[7:0]} :  
                      (processOpReg == 3'b001) ? {{16{dataIn[15]}}, dataIn[15:0]} :  
                      dataIn;  
reg [LSB_WIDTH-1:0]    beginIndex;
reg [LSB_WIDTH-1:0]    endIndex;
reg [LSB_SIZE-1:0]     valid;
reg [LSB_SIZE-1:0]     ready;
reg [LSB_SIZE-1:0]     readWrite;  
reg [ROB_WIDTH-1:0]    robId[LSB_SIZE-1:0];
reg [LSB_SIZE-1:0]     baseHasDep;
reg [31:0]             baseAddr[LSB_SIZE-1:0];
reg [ROB_WIDTH-1:0]    baseConstrtId[LSB_SIZE-1:0];
reg [31:0]             offset[LSB_SIZE-1:0];
reg [LSB_SIZE-1:0]     dataHasDep;
reg [31:0]             data[LSB_SIZE-1:0];
reg [ROB_WIDTH-1:0]    dataConstrtId[LSB_SIZE-1:0];
reg [LSB_OP_WIDTH-1:0] op[LSB_SIZE-1:0];
wire [ROB_WIDTH-1:0] endIndexPlusThree = endIndex + 2'd3;
wire [ROB_WIDTH-1:0] endIndexPlusTwo   = endIndex + 2'd2;
wire [ROB_WIDTH-1:0] endIndexPlusOne   = endIndex + 1'd1;
assign full = (beginIndex == endIndexPlusThree) ||
              (beginIndex == endIndexPlusTwo) ||
              (beginIndex == endIndexPlusOne);
wire                    topValid      = (beginIndex != endIndex);
wire                    topReadWrite  = readWrite[beginIndex];
wire [ROB_WIDTH-1:0]    topRobId      = robId[beginIndex];
wire                    topReadyState = ready[beginIndex];
wire                    topBaseHasDep = baseHasDep[beginIndex];
wire [31:0]             topBaseAddr   = baseAddr[beginIndex];
wire [31:0]             topOffset     = offset[beginIndex];
wire [31:0]             topAddr       = topBaseAddr + topOffset;
wire                    topDataHasDep = dataHasDep[beginIndex];
wire [31:0]             topData       = data[beginIndex];
wire [LSB_OP_WIDTH-1:0] topOp         = op[beginIndex];
wire                    lastFinished  = dataValid | dataWriteSuc;
wire                    readyForNext  = topValid & topReady & (lastFinished | ~processing);
wire [31:0] signedByte    = {{24{1'b0}}, topData[31], topData[6:0]};
wire [31:0] signedHW      = {{16{1'b0}}, topData[31], topData[14:0]};
wire [1:0]  topAccessType = topOp == 3'b000 ? 2'b01 :  
                            topOp == 3'b001 ? 2'b10 :  
                            topOp == 3'b010 ? 2'b11 :
                            topOp == 3'b011 ? 2'b01 :  
                                              2'b10;   
wire isIoAddr = (topAddr[17:16] == 2'b11);
wire topReady = (!valid[beginIndex] || topBaseHasDep) ? 1'b0 :
                topReadWrite  ? isIoAddr ? topReadyState : 1'b1  
                              : topReadyState & ~topDataHasDep;  
wire baseHasDepMerged = addBaseHasDep &&
                        !((dataValid && (addBaseConstrtId == updateRobIdReg)) ||
                          (rsUpdate && (addBaseConstrtId == rsRobIndex)));
wire dataHasDepMerged = addDataHasDep &&
                        !((dataValid && (addDataConstrtId == updateRobIdReg)) ||
                          (rsUpdate && (addDataConstrtId == rsRobIndex)));
wire [31:0] baseMerged = addBaseHasDep ?
                         (dataValid && (addBaseConstrtId == updateRobIdReg)) ? dataIn :
                         (rsUpdate && (addBaseConstrtId == rsRobIndex)) ? rsUpdateVal : 32'b0 :
                         addBase;
wire [31:0] dataMerged = addDataHasDep ?
                         (dataValid && (addDataConstrtId == updateRobIdReg)) ? dataIn :
                         (rsUpdate && (addDataConstrtId == rsRobIndex)) ? rsUpdateVal : 32'b0 :
                         addData;
integer i;
always @* begin
  if (robBeginValid) begin
    for (i = 0; i < LSB_SIZE; i = i + 1) begin
      if (robId[i] == robBeginId) begin
        ready[i] = 1'b1;
      end
    end
  end
end
always @(posedge clockIn) begin
  if (resetIn) begin
    beginIndex     <= {LSB_WIDTH{1'b0}};
    endIndex       <= {LSB_WIDTH{1'b0}};
    valid          <= {LSB_SIZE{1'b0}};
    ready          <= {LSB_SIZE{1'b0}};
    readWrite      <= {LSB_SIZE{1'b1}};
    baseHasDep     <= {LSB_SIZE{1'b1}};
    dataHasDep     <= {LSB_SIZE{1'b1}};
    updateRobIdReg <= {ROB_WIDTH{1'b0}};
    accessTypeReg  <= 2'b00;
    processing     <= 1'b0;
    processOpReg   <= {LSB_OP_WIDTH{1'b0}};
    readWriteReg   <= 1'b1;
    for (i = 0; i < LSB_SIZE; i = i + 1) begin
      robId[i]          <= {ROB_WIDTH{1'b0}};
      baseAddr[i]       <= 32'b0;
      baseConstrtId[i]  <= {ROB_WIDTH{1'b0}};
      offset[i]         <= 32'b0;
      data[i]           <= 32'b0;
      dataConstrtId[i]  <= {ROB_WIDTH{1'b0}};
      op[i]             <= {LSB_OP_WIDTH{1'b0}};
    end
  end else if (clearIn && readyIn) begin
    for (i = 0; i < LSB_SIZE; i = i + 1) begin
      valid <= ready;
    end
    if (processing && ((readWriteReg == 1) || dataWriteSuc)) begin
      processing <= 1'b0;
    end
    accessTypeReg <= 2'b00;
  end else if (readyIn) begin
    if (rsUpdate) begin
      for (i = 0; i < LSB_SIZE; i = i + 1) begin
        if (baseHasDep[i] && rsRobIndex == baseConstrtId[i]) begin
          baseAddr[i]   <= rsUpdateVal;
          baseHasDep[i] <= 1'b0;
        end
        if (dataHasDep[i] && rsRobIndex == dataConstrtId[i]) begin
          data[i]       <= rsUpdateVal;
          dataHasDep[i] <= 1'b0;
        end
      end
    end
    if (dataValid) begin
      for (i = 0; i < LSB_SIZE; i = i + 1) begin
        if (baseHasDep[i] && updateRobIdReg == baseConstrtId[i]) begin
          baseAddr[i]   <= dataIn;
          baseHasDep[i] <= 1'b0;
        end
        if (dataHasDep[i] && updateRobIdReg == dataConstrtId[i]) begin
          data[i]       <= dataIn;
          dataHasDep[i] <= 1'b0;
        end
      end
    end
    if (addValid) begin
      valid        [endIndex] <= 1'b1;
      ready        [endIndex] <= 1'b0;  
      readWrite    [endIndex] <= addReadWrite;
      robId        [endIndex] <= addRobId;
      baseHasDep   [endIndex] <= baseHasDepMerged;
      baseAddr     [endIndex] <= baseMerged;
      baseConstrtId[endIndex] <= addBaseConstrtId;
      offset       [endIndex] <= addOffset;
      dataHasDep   [endIndex] <= dataHasDepMerged;
      data         [endIndex] <= dataMerged;
      dataConstrtId[endIndex] <= addDataConstrtId;
      op           [endIndex] <= addOp;
      endIndex <= endIndex + 1;
    end
    updateRobIdReg <= nextRobIdReg;
    if (readyForNext) begin
      dataOutReg        <= topData;
      accessTypeReg     <= topAccessType;
      readWriteReg      <= topReadWrite;
      dataAddrReg       <= topAddr;
      nextRobIdReg      <= topRobId;
      beginIndex        <= beginIndex + 1;
      processing        <= 1'b1;
      processOpReg      <= topOp;
      ready[beginIndex] <= 1'b0;
    end else begin
      accessTypeReg <= 2'b00;
      if (dataValid || dataWriteSuc) begin
        processing <= 1'b0;
      end
      if (topValid && !valid[beginIndex]) begin
        ready[beginIndex] <= 1'b1;
        beginIndex <= beginIndex + 1;
      end
    end
  end
end
endmodule
==> run.sh <==
#!/bin/bash
# OpenROAD 26Q1-2900-gdf79404cd8, Yosys 0.63+post, stock flow scripts
make -C /OpenROAD-flow-scripts/flow DESIGN_CONFIG=/design/flow/config.mk WORK_HOME=/design/flow/orfs finish
==> config.mk <==
export PLATFORM = sky130hd
export DESIGN_NAME = LoadStoreBuffer
export DESIGN_NICKNAME = LoadStoreBuffer
export VERILOG_FILES = /design/flow/design.v
export SDC_FILE = /design/flow/constraint.sdc
export NUM_CORES = 4
export LEC_CHECK = 1
export CORE_UTILIZATION = 30
==> constraint.sdc <==
current_design LoadStoreBuffer

set clk_period 30.9
set clk_io_pct 0.2

create_clock -name clk0 -period $clk_period [get_ports {clockIn}]

set non_clock_inputs [all_inputs -no_clocks]
set_input_delay [expr $clk_period * $clk_io_pct] -clock clk0 $non_clock_inputs
set_output_delay [expr $clk_period * $clk_io_pct] -clock clk0 [all_outputs]
==> out/qor.yml <==
status:
  status: "complete, no violations"
flow_run:
  openroad.warnings: 41
  max_cap_viol_count: 0
synth:
  ys_sh_adder_pct: 0.500
  ys_async_sr_fraction_pct: 0
  synth-edff-count: 1844
  ys_sh_aoi_pct: 10.8
  ys.flop_type: "edfxtp_1"
  ys_chip_area_um2: 104000
  top_logic_kind: "multiplexers"
  xor_area_share_pct: 2.69
  syn-cell-area_um2: 104000
  top_area_share_pct: 53.2
  yosys-top-cells-count: "edfxtp_1, mux2i_1, o22ai_1"
  avgSynthCellArea_um2: 13.1
  synth_flop_count: 1931
  yosys-top-cells-area: "edfxtp_1, mux2i_1, mux4_2"
  synth_area_leader_cell: "edfxtp_1"
  mux_share_pct: 19.3
  ys_cells: 7966
  simple_gate_share_pct: 7.37
  yosys_warnings: 33
  yosys.stat.seqShare_pct: 54.8
  syn_inst: 7966
  yosysMostFrequentCell: "edfxtp_1"
  synth.distinct_cells: 75
timing:
  max_slew_margin_pct: 23.5
  finalHoldViolations: 0
  skew_ns: 0.0849
  maxSlewViolCount: 0
  fmax_mhz: 66.1
  finalCritPeriodShare_pct: 49.0
  period_needed_ns: 15.13
  worst_pin_slew_ns: 1.15
  rsz0062_at_grt: "no"
  setup_viol: 0
  fin_setup_tns_ns: 0
floorplanning:
  core-area_um2: 344000
  die-width_um: 591
  dieArea_um2: 350000
  io_pins: 300
  fp.dieH_um: 591
  num_rows: 215
  fp_util_pct: 30.2
placed_design:
  dp.final_hpwl_um: 244000
  gp_congestion: 0.960
  place.port_buffers: 294
cts:
  path_clk_slew_ns: 0.05
  h-tree-depth: 4
  cts_setup_buffers: 0
  ctsHoldBuffers: 0
  cts_buffers: 210
  clock-root-buffer: "clkbuf_16"
  tritoncts: "yes"
  ctsResizeCount: 0
  clockBufferDepth: 3
  clkLatencyLatePin_ns: 0.92
  clkSinkCount: 1931
worst_setup_path:
  worstSetupStartpointType: "primary input"
  crit_fanout: 31
  crit_arrival_ns: 8.95
  crit_type: "primary input to output port"
  crit_required_ns: 24.72
  setup.worst_path.end_class: "output port"
detailed_routing:
  drt-pass1-iter-count: 6
  drtIter0Drc: 6394
  wire_per_inst_um: 33.5
  wirelength_um: 419000
  ant_nets: 0
  drc: 0
  via_count: 75600
  vias_per_cell: 6.04
global_routing:
  track_usage_pct: 24.9
  grt_antenna_before_repair: 64
  grt_max_degree: 132
  overflow: 0
  grt_pass1_wl_um: 584000
  grt_pass1_vias: 79100
pwr:
  power_leakage_nw: 40.7
  peakVddDrop_v: 0.0000540
  pwr_density_cell_nw_per_um2: 51.3
cells_and_area:
  layout-drive-gt1-share_pct: 16.0
  final_util_pct: 34.4
  synthToLayoutAreaGrowth_pct: 13.6
hold_path:
  hold_class: "register to register"
## metrics by stage
step	worst slack (ns)	cell area (µm²)	hold WS, ns	cells	power, mW
floorplan	17.70	104000	0.422	7966	3.42
global placement	16.00	112000	0.441	12100	3.67
detailed placement	15.99	112000	0.441	12100	3.69
CTS	15.99	118000	0.449	12500	6.06
global route	15.84	118000	0.468	12500	6.22
finish	15.77	118000	0.447	12500	6.07
## routing by layer
layer,global-route usage (%),up-vias,part of all wire (%),routed length (µm)
met5,2.52,-,0.33,1370
met4,12.5,88,6.5,27200
met3,21.0,1447,20,81900
met2,35.0,6557,43,179000
met1,25.6,36700,31,130000
li1,-,30900,-,-
## worst max-delay path, stage by stage
cell	delay (ns)
clkdlybuf4s50_1	0.46
buf_4	0.38
nor2_2	0.08
buf_4	0.26
a21oi_1	0.92
clkdlybuf4s50_1	0.65
## state kept, by name, indices dropped and copies added (netlist names), 48 cells and up, named ones only
register       cells
op                48
baseConstrtId     64
data             512
baseAddr         512
dataConstrtId     64
offset           512
robId             64
## logic make-up after synthesis
logic type | Yosys count
xor gates and xnor gates | 320
adders and majority gates | 41
DFF | 1931
AOI/OAI and AO/OA | 1705
muxes | 1477
and+or+nand+nor | 1386
buffers and inverters | 1106
## final timing paths
kind / from / depth (start not counted) / end / slack (ns)
worst min-delay path: valid[3] / 2 / valid[3] / 0.45
worst max register to register: register / 14 / dataAddrReg[30] / 24.05
worst min register to register: valid[3] / 2 / valid[3] / 0.45
worst max-delay path: dataIn[7] / 6 / lsbUpdateVal[27] / 15.77
## cell usage in the layout, fill, tap and decap left out, types with 19 or more instances in the layout
master / netlist / final
diode_2: 0 / 23
xor2_1: 236 / 236
and2_1: 481 / 477
clkdlybuf4s50_1: 0 / 275
clkinv_2: 0 / 32
nor4_1: 44 / 44
xnor2_1: 84 / 83
dfxtp_1: 87 / 75
ha_1: 40 / 40
clkbuf_16: 0 / 213
o21ai_0: 88 / 84
a22oi_1: 183 / 183
nor3_1: 36 / 33
o21ai_1: 69 / 65
a21o_1: 21 / 21
a21oi_1: 193 / 193
clkbuf_1: 721 / 56
inv_1: 25 / 24
clkinv_1: 1 / 55
mux4_2: 417 / 417
nor2_1: 98 / 81
and3_1: 301 / 291
buf_4: 50 / 381
edfxtp_1: 1844 / 1844
nand2_4: 0 / 19
mux2i_1: 1056 / 1056
o22ai_1: 833 / 833
nand3_1: 60 / 55
nand2_1: 276 / 241
a221oi_1: 196 / 196
nor2_4: 0 / 25
## power breakdown
group          switching (mW)  internal [mW]  total, mW
sequential             0.0351           2.99       3.02
combinational           0.432          0.203      0.635
clock                    1.10           1.32       2.41
## area by class of cell
| class | count | area [µm²] |
|---|---|---|
| multi-input combinational | 4929 | 43000 |
| antenna | 23 | 57.6 |
| inverter | 27 | 101 |
| timing repair buffer | 679 | 5800 |
| clock inverter | 112 | 932 |
| tap | 4557 | 5700 |
| sequential | 1931 | 57100 |
| clock buffer | 274 | 5600 |
| fill | 32400 | 226000 |
Power is estimated from default activity; no workload was simulated.
